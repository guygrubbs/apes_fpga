==> flow/config.mk <==
export PLATFORM = sky130hd
export DESIGN_NAME = apes_adc
export DESIGN_NICKNAME = apes_adc
export VERILOG_FILES = /design/flow/design.v
export SDC_FILE = /design/flow/constraint.sdc
export NUM_CORES = 4
export LEC_CHECK = 1
export CORE_UTILIZATION = 50
==> flow/constraint.sdc <==
current_design apes_adc

set clk_period 4.5
set clk_io_pct 0.2

create_clock -name clk0 -period $clk_period [get_ports {clk}]

set non_clock_inputs [all_inputs -no_clocks]
set_input_delay [expr $clk_period * $clk_io_pct] -clock clk0 $non_clock_inputs
set_output_delay [expr $clk_period * $clk_io_pct] -clock clk0 [all_outputs]
==> flow/design.v <==
`timescale 1 ns / 100 ps
module apes_adc ( clk, rst_n, regw_pls, 
  Lcla, Lcld, 
  Adc_sclk, Adc_din, Adc_dout, Adc_csn1, Adc_csn2,
  adccs_rg,  adc_int, sm_adc,
  val_adc0, val_adc1, val_adc2, val_adc3,
  val_adc4, val_adc5, val_adc6, val_adc7, adc_oshft_out
 );
input         clk;                    
input         rst_n;                   
input         regw_pls;                 
input  [ 8:0] Lcla;                     
input  [31:0] Lcld;                     
output        Adc_sclk;                 
output        Adc_din;                  
output        Adc_csn1;                  
output        Adc_csn2;
input         Adc_dout;                 
output [ 1:0] sm_adc;
output [31:0] adccs_rg;                 
output [11:0] val_adc0;                 
output [11:0] val_adc1;                 
output [11:0] val_adc2;                 
output [11:0] val_adc3;                 
output [11:0] val_adc4;                 
output [11:0] val_adc5;                 
output [11:0] val_adc6;                 
output [11:0] val_adc7;                 
output [ 3:0] adc_oshft_out;
output        adc_int;                  
integer       i;              
reg    [ 1:0] cnt_dclk,       
              sm_adc;         
reg           sm_ctrl,        
              conv_en,        
              adc_en,         
              adc_ien,        
              adc_int,        
              adc_csn;        
reg    [ 3:0] adc_oshft;      
reg    [ 3:0] adc_oshft_temp;
reg    [11:0] adc_ishft;      
reg    [ 3:0] cnt_shft;       
reg    [ 5:0] cnt_amux;       
reg    [11:0] adc_aray[7:0]; 
reg    [15:0] cnt_wait,       
              wtcnt_rld;      
always @(posedge clk or negedge rst_n) 
 if (!rst_n) begin
  cnt_dclk  <= 2'b00;                               
  sm_adc    <= 2'b00;
  sm_ctrl   <= 1'b0;
  adc_oshft <= 4'b0;
  adc_oshft_temp <= 4'b0;
  adc_ishft <= 12'b0;
  cnt_shft  <= 4'h0;
  conv_en   <= 1'b0;
  adc_en    <= 1'b0;
  cnt_amux  <= 6'b0;
  adc_ien   <= 1'b0;
  adc_int   <= 1'b0;
  adc_csn   <= 1'b1;
  for (i=0;i<8;i=i+1)     
    adc_aray[i] <= 12'h000;
  cnt_wait  <= 16'h0;
  wtcnt_rld <= 16'hFFF;
end 
else 
begin                                   
  cnt_dclk <= cnt_dclk + 1'b1;                       
  if (regw_pls  && Lcla==9'h01C) begin             
    adc_en   <= Lcld[16];                         
    adc_ien  <= Lcld[23];                         
    wtcnt_rld<= Lcld[15:0];                       
  end
  if (sm_adc==2'b10 && cnt_amux==6'h7)              
    adc_int  <= 1'b1;                                
  else if (regw_pls && Lcla==9'h01C &&            
           Lcld[31])                              
    adc_int  <= 1'b0;                                
  case (sm_ctrl)                                  
    1'b0: begin                                      
      cnt_wait  <= wtcnt_rld;                     
      if (adc_en) begin                           
        conv_en <= 1'b1;                             
        sm_ctrl <= 1'b1;                             
      end
    end
    1'b1: begin                                      
      if ((sm_adc==2'b11) && &cnt_shft) begin        
        conv_en <= 1'b0;                             
      end
      if (~conv_en)                               
        cnt_wait <= cnt_wait - 1'b1;                 
      sm_ctrl <= |cnt_wait;                       
    end
  endcase
  case (sm_adc)                                   
    2'b00: begin                                     
      if (conv_en && (cnt_dclk==2'b11)) begin    
        cnt_shft <= cnt_shft + 1'b1;                 
        sm_adc[0] <= 1'b1;                           
        adc_csn   <= 1'b0;                           
      end else
        adc_csn   <= 1'b1;                           
    end
    2'b01: begin                                     
      if (cnt_dclk==2'b11) begin                     
        cnt_shft <= cnt_shft + 1'b1;                 
        adc_oshft <= adc_oshft_temp;             
        sm_adc[1] <= 1'b1;                           
      end
    end
    2'b11: begin                                     
      if (cnt_dclk==2'b01) begin                     
        adc_ishft <= {adc_ishft[10:0], Adc_dout};  
      end else if (cnt_dclk==2'b11) begin            
        cnt_shft <= cnt_shft + 1'b1;                 
        adc_oshft <= {adc_oshft[ 2:0], 1'b0};        
        if (&cnt_shft)                            
          sm_adc[0] <= 1'b0;                         
      end
    end
    2'b10: begin                                     
      if (cnt_dclk==2'b01) begin                     
        adc_ishft <= {adc_ishft[10:0], Adc_dout};  
      end else if (cnt_dclk==2'b11) begin            
        cnt_shft <= cnt_shft + 1'b1;                 
        adc_aray[cnt_amux] <= adc_ishft;         
        if (cnt_amux<6'h7)   begin                    
          cnt_amux <= cnt_amux + 1'b1;               
          adc_oshft_temp <=  adc_oshft_temp + 1'b1;   
        end else  begin                                    
          cnt_amux <= 6'h00;                      
          adc_oshft_temp <= 4'b0000;
        end
        if (conv_en)
          sm_adc    <= 2'b01;                        
        else begin
          sm_adc[1] <= 1'b0;                         
          cnt_shft <= 4'h0;                         
        end
      end
    end
  endcase
end
assign
  adccs_rg   = {adc_int, 1'b0, cnt_amux,          
              adc_ien, 3'b000, 3'b000, adc_en, wtcnt_rld},
  val_adc0  = adc_aray[0],                              
  val_adc1  = adc_aray[1],                              
  val_adc2  = adc_aray[2],                              
  val_adc3  = adc_aray[3],                              
  val_adc4  = adc_aray[4],                              
  val_adc5  = adc_aray[5],                              
  val_adc6  = adc_aray[6],                              
  val_adc7  = adc_aray[7];                              
assign #10
  Adc_sclk         = cnt_dclk[1],                
  Adc_din          = adc_oshft[3],               
  Adc_csn1         = ~cnt_amux[3] ? adc_csn : 1'b1,  
  Adc_csn2         = 1'b1, 
  adc_oshft_out    = adc_oshft; 
endmodule
==> flow/run.sh <==
#!/bin/bash
# OpenROAD 26Q1-2900-gdf79404cd8, Yosys 0.63+post, stock flow scripts
make -C /OpenROAD-flow-scripts/flow DESIGN_CONFIG=/design/flow/config.mk WORK_HOME=/design/flow/orfs finish
==> flow_metrics.tcl <==
# place-and-route summary
set metrics [dict create \
    outcome "finished, final reports clean" \
    fill_cells 977 \
    coreArea_sq_um 13830 \
    die_x_microns 120.8 \
    ys_ff 168 \
    wl_per_cell_microns 16.22 \
    fp_util 0.5101 \
    gp_congestion 0.7619 \
    worstMarginPinSlew_ns 0.8025 \
    fin_ws_ns 1.933 \
    hp-class "in -> async" \
    synth_cell_types 49 \
    relSlewSlack 0.4635 \
    antennaDiodeCount 0 \
    finalCritPeriodShare 0.5705 \
    ant_nets 0 \
    clock-sinks 168 \
    post-place-ws_ns 1.953 \
    grt_overflow_total 0 \
    crit_type "reg -> reg" \
    cp-start-kind "flip-flop" \
    setup_viol 0 \
    fin_crit_ns 2.567 \
    die_height_microns 120.8 \
    cts_max_path_buffers 2 \
    post_cts_buffers 0 \
    worstPathArrival_ns 2.86 \
    async_flop_share 1.000 \
    grt_pass1_vias 4544 \
    fin_skew_ns 0.007088 \
    ys_cells 528 \
    cts_root_buffer "clkbuf_16" \
    portBuffers 162 \
    worstPathRequired_ns 4.80 \
    synth_top_cell_by_count "dfrtp_1" \
    grt_max_degree 136 \
    drcViolationCount 0 \
    syn_inst 528 \
    cts_buffers 17 \
    die-area_sq_um 14590 \
    dp.final_hpwl_microns 9362 \
    fmax_mhz 389.5 \
    drt_wl_total_microns 14060 \
    final_hold_viol_count 0 \
    drt_iter0_drc 207 \
    worst_skew_pair.late_latency_ns 0.42 \
    yosys_area_sq_um 7053 \
    via_count 4522 \
    report.final.slew_viol_count 0 \
    yosysWarnings 2 \
    top_level_ports 184 \
    area_growth_pct 32.64 \
    grt_antenna_before_repair 0 \
    tool_warnings 47 \
    maxCapViolations 0 \
    grt_pass1_wl_microns 23490 \
    end_kind "flip-flop" \
    flop_cell "dfrtp_1" \
    rsz0062_at_grt "no" \
    final_cells 867 \
    leakagePower_nw 4.387 \
    area_leaders "dfrtp_1 55%, mux2_2 12%, mux2_1 8.5%" \
    top_area_frac 0.5499 \
    rows 43 \
    vdd_drop_max_mv 0.2808 \
    avgSynthCellArea_sq_um 13.36 \
    hold_buffers 0 \
    totalPowerFinal_mw 4.127 \
    h-tree-depth 4 \
    clkSlewWorstSetupHoldPaths_ns 0.06 \
    syn_area_sq_um 7053 \
    yosysTopAreaCell "dfrtp_1" \
    p_per_area_nw_per_um2 441.1 \
    cts_resized 0 \
    common_cells "155 x dfrtp_1, 74 x mux2_2, 53 x mux2_1, 26 x nand2_1, 25 x nor2_1" \
    edf_count 0 \
    drtPass1Iterations 4 \
    viasPerCell 5.216 \
    drive_gt1_frac 0.1834 \
    setup_tns_ns 0 \
    grt_use_total 0.2176 \
    critPathMaxFanout 12 \
    cts_tree "yes" \
    ys_seq_share 0.5984 \
    placedCellCount 835 \
    final_util 0.6766 \
]
==> layout make-up <==
class / instances / area, sq um / area share
Clock buffer: 24 / 481.7 / 0.05149
Timing Repair Buffer: 165 / 1658 / 0.1772
Tap cell: 180 / 225.2 / 0.02407
Clock inverter: 8 / 142.6 / 0.01525
Sequential cell: 168 / 4220 / 0.4511
Inverter: 10 / 37.54 / 0.004012
Multi-Input combinational cell: 312 / 2590 / 0.2768
==> cell usage in the layout (no fill, tap or decap), drive strengths merged, types with 3 or more instances in the layout <==
master and instances:
mux2i 3, xor2 9, clkbuf 24, a21oi 19
clkinv 3, nor2 25, buf 4, nor4 5
bufinv 4, o21ai 20, nor3b 3, nand4b 3
xnor2 5, dfrtp 155, nand2b 3, conb 8
clkdlybuf4s50 161, ha 12, dfstp 13, nand3 12
nand2 26, mux2 127, inv 10, nor3 3
o31ai 3, nand4 4
==> worst max-delay path: stages, from the launching register on <==
cell and delay (ns):
dfrtp_1 0.38, inv_1 0.05, ha_1 0.24, and4bb_1 0.54, nand3_1 0.66, mux2_1 0.55
==> routing by layer <==
layer  track usage  routed length, microns  vias to the layer above
met2        0.3376                    6654                      141
met5             0                       0                        -
li1              -                       -                     2116
met3       0.04239                     711                       11
met4       0.02469                     143                        0
met1        0.3524                    6555                     2254
==> registers in the layout (all words and copies together), names as in the netlist <==
| name | flops |
|---|---|
| sm_adc | 2 |
| adc_ien | 1 |
| cnt_dclk | 2 |
| cnt_amux | 6 |
| wtcnt_rld | 16 |
| cnt_shft | 4 |
| sm_ctrl | 1 |
| adc_csn | 1 |
| adc_oshft_temp | 4 |
| adc_en | 1 |
| adc_oshft | 4 |
| adc_aray | 96 |
| conv_en | 1 |
| cnt_wait | 16 |
| adc_ishft | 12 |
| adc_int | 1 |
==> cell families (layout without fill, tap and decap cells) <==
logic type / count (synthesis) / in the layout / synth area share
flops: 168 / 168 / 0.5984
mux: 130 / 130 / 0.2070
simple gates: 99 / 99 / 0.07717
buf+inv: 54 / 207 / 0.03761
compound gates: 49 / 49 / 0.04009
xor+xnor: 14 / 14 / 0.01739
fa+ha+maj: 12 / 12 / 0.02129
other cells: 2 / 8 / 0.001065
==> final timing paths <==
check / cells after the start / endpoint / start / slack (ns)
setup / recovery: 5 / adc_aray[6][8] / cnt_dclk[1] / 1.93
hold / removal: 1 / adc_aray[0][5] / rst_n / 0.36
setup reg to reg: 5 / adc_aray[6][8] / cnt_dclk[1] / 1.93
hold reg to reg: 1 / cnt_dclk[0] / cnt_dclk[0] / 0.45
max in group asynchronous: 2 / wtcnt_rld[13] / rst_n / 3.09
min in group clk0: 1 / cnt_dclk[0] / cnt_dclk[0] / 0.45
==> report_power, final <==
group          switching (mW)  total (mW)  internal, mW
Combinational           0.324       0.697         0.374
Sequential              0.225        1.91          1.68
Clock                   0.552        1.52         0.971
==> per-stage QoR <==
step           hold WS, ns  cell area, sq um
2_1_floorplan       0.4233              7076
3_3_place_gp        0.4375              8731
3_5_place_dp        0.4508              8731
4_1_cts             0.3542              9355
5_1_grt             0.3659              9355
6_report            0.3648              9355
