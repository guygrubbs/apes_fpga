## ./config.mk

```make
export PLATFORM = sky130hd
export DESIGN_NAME = apes_dac
export DESIGN_NICKNAME = apes_dac
export VERILOG_FILES = /design/flow/design.v
export SDC_FILE = /design/flow/constraint.sdc
export NUM_CORES = 4
export LEC_CHECK = 1
export CORE_AREA = 10 10 98 98
export DIE_AREA = 0 0 108 108
```

## ./run.sh

```bash
#!/bin/bash
# OpenROAD 26Q1-2900-gdf79404cd8, Yosys 0.63+post, stock flow scripts
make -C /OpenROAD-flow-scripts/flow DESIGN_CONFIG=/design/flow/config.mk WORK_HOME=/design/flow/orfs finish
```

## ./constraint.sdc

```tcl
current_design apes_dac

set clk_period 3.5
set clk_io_pct 0.2

create_clock -name clk0 -period $clk_period [get_ports {clk50}]

set non_clock_inputs [all_inputs -no_clocks]
set_input_delay [expr $clk_period * $clk_io_pct] -clock clk0 $non_clock_inputs
set_output_delay [expr $clk_period * $clk_io_pct] -clock clk0 [all_outputs]
```

## ./design.v

```verilog
`timescale 1 ns / 100 ps
module apes_dac #(
  parameter select = 0)
( clk50, rst_n, dac_rst,
  regw_pls, Lcla, Lcld, 
  Dac_clk, Dac_dat, CTRL_ENn, 
  dac_reg, pa_sm_dac_out);
input         clk50;                    
input         rst_n;                    
input         dac_rst;                  
input         regw_pls;                 
input  [ 8:0] Lcla;                     
input  [31:0] Lcld;                     
output        Dac_clk;                  
output        Dac_dat;                  
output        CTRL_ENn;                 
output [ 1:0] pa_sm_dac_out;
output [31:0] dac_reg;                  
reg    [ 5:0] pa_cnt_dclk;    
reg    [ 1:0] pa_sm_dac;      
reg           pa_dac_init;    
reg    [14:0] pa_dac_shft;    
reg           dac_en_n;       
reg    [ 3:0] pa_cnt_shft;    
always @(posedge clk50 or negedge rst_n) 
 if (!rst_n) 
 begin
  pa_cnt_dclk <= 6'b0;
  pa_sm_dac   <= 2'b00;
  pa_dac_init <= 1'b1;
  pa_dac_shft <= 15'b0;
  dac_en_n <= 1'b1;
  pa_cnt_shft <= 4'h0;
 end 
 else 
 begin                                   
  pa_cnt_dclk <= pa_cnt_dclk + 1'b1;                 
  case (pa_sm_dac)                                
    2'b00: begin                                     
      if (pa_dac_init)                            
        pa_sm_dac[0] <= 1'b1;                        
      else if (dac_rst)                           
        pa_dac_init <= 1'b1;                         
      else if (regw_pls &&                        
          Lcla==9'h008 && Lcld[15:12] == select) begin
        pa_dac_shft <= {3'b000, Lcld[11:0]};         
        pa_sm_dac[0] <= 1'b1;                        
      end
    end
    2'b01: begin                                     
      if (!pa_cnt_dclk[5] & &pa_cnt_dclk[4:0]) begin  
        dac_en_n <= 1'b0;                         
        pa_sm_dac[1] <= 1'b1;                        
      end
    end
    2'b11: begin                                     
      if (!pa_cnt_dclk[5] & &pa_cnt_dclk[4:0]) begin  
        if (|pa_cnt_shft)                         
          pa_dac_shft <= {pa_dac_shft[13:0], 1'b0};  
        if (&pa_cnt_shft) begin                   
          dac_en_n   <= 1'b1;                     
          pa_sm_dac[0]  <= 1'b0;                     
        end
        pa_cnt_shft <= pa_cnt_shft + 1'b1;           
      end
    end
    2'b10: begin                                     
      if (!dac_rst) begin                         
        pa_dac_init <= 1'b0;                         
        if (!pa_dac_init)                         
          pa_sm_dac[1] <= 1'b0;                      
      end
    end
  endcase
end
assign
  dac_reg = {|pa_sm_dac, 3'b000, 4'h0, 8'h00,         
              4'h0, pa_dac_shft[11:0]};
assign
  Dac_clk       = pa_cnt_dclk[5],              
  Dac_dat       = pa_dac_shft[14],             
  CTRL_ENn      = dac_en_n,                   
  pa_sm_dac_out = pa_sm_dac;
endmodule
```

==> notes.md <==
Status on the layout run. The flow ran to the end, and the final reports show no timing, DRC or antenna violations. Logic gate share of total power landed at 0.062. According to the dpl log, the detail-placed design has an HPWL of 2.782 mm. The clock reaches the later pin of the worst-skew pair after 280 ps. The floorplan step records an initial core utilization of 0.2243. For this block, the routed nets add up to 3.550 mm of wire. Number of buffer cells added on primary ports landed at 46. Warnings reported by Yosys during synthesis add up to 1. Counting endpoints that fail hold in the final report gives 0.

Instance area at placement landed at 2107 um2. Entering global routing, the biggest net connects 30 pins. Counting only logic cells after layout, the most numerous master is sky130_fd_sc_hd__clkdlybuf4s50_1. Fraction of the yosys area taken by sequential cells landed at 0.4245. Note that the worst hold path type here is register to register. Final RePlAce weighted congestion landed at 0.7026. Number of design rule violations left after detail routing landed at 0. Standard cell core area landed at 7647 um2. The timing report gives the biggest stage delay along the critical path as 550 ps.

In this run the deepest clock path goes through 2 buffers. The critical path maximum fanout is 15. Switching power summed over all nets landed at 0.1404 mW. The report lists the cells along the critical path as clkdlybuf4s50_1, nor4b_1, nand4_1, a2bb2oi_4, mux2_2. OpenROAD emitted warnings numbering 42.

Recorded from the global router log, the overflow total was 0. Across all setup checks in the final design, the least slack found is 1058 ps. The worst setup path is of the input pin to register kind.

0 antenna diodes ended up in the layout. Total design power landed at 0.7406 mW. Per the post-synthesis report, the number of cells in the design is 151.

After synthesis, the design contains 151 cells according to Yosys. The first global-routing pass estimated 5.851 mm of wire. After floorplanning, the core was divided into 32 placement rows. In this run the maximum-capacitance check reported violations numbering 0.

Dividing total power by cell area gives a power density of 333.1 nW/um2. Clock skew after layout landed at 6.327 ps. Vertical die size landed at 108 um. The clock tree has to reach 29 sinks. Fill cell instance count of the final layout landed at 779.

On the final layout, the worst hold slack is 473.7 ps. The synthesized netlist occupies a cell area of 1715 um2. Per the CTS log, the root buffer master is sky130_fd_sc_hd__clkbuf_8. Clock-pin slew on the worst setup and hold paths landed at 60 ps. The worst setup path is captured at a register.

Cell internal power was estimated by the tool at 0.6002 mW. Count of nets left with antenna violations after detail routing landed at 0. Width of the chip landed at 108 um. Final critical-path required period landed at 2442 ps. Portion of the clock cycle consumed by the worst path in the final layout landed at 0.6977. After the flow finishes, the layout carries non-filler instances totaling 291. Relative to the synthesized area, the layout overhead comes to 29.61%.

Arrival time of data at the critical path endpoint landed at 2610 ps. Unique cell type count in the Yosys netlist landed at 32. The number of setup buffers added after CTS is 0. Per the detail_route report, vias per standard cell equal 3.643. Pin placement for this block handled 82 I/O pins.

Total setup violations reported at the end of the flow landed at 0. TritonCTS created 5 clock buffers. Data required time at the worst endpoint landed at 3670 ps.

The library cells used most frequently in the layout, excluding fill and tap cells, are 46 x sky130_fd_sc_hd__clkdlybuf4s50_1, 27 x sky130_fd_sc_hd__dfrtp_1, 19 x sky130_fd_sc_hd__conb_1. In this run, post-CTS repair resized a total of 0 instances. Share of total power in sequential cells landed at 0.455. Relative slew slack landed at 0.6150. Total of flip-flops plus latches after synthesis landed at 29. In this run, placement finished with an instance count of 283. Summed negative setup slack over all endpoints landed at 0 ps. Post-placement setup slack landed at 743.8 ps. Number of hold buffers added after cts landed at 0. The slowest stage of the critical path belongs to the cell sky130_fd_sc_hd__a2bb2oi_4. The H-tree generated during clock tree synthesis spans 2 levels. Post-synthesis, Yosys gives the total cell area as 1715 um2. Fraction of final layout cells sized beyond drive strength 1 landed at 0.1958. Utilization of the core after routing landed at 0.2907.

The worst setup path is launched from an input pin. The number of antenna violations at the first check in global routing is 0. The final timing report lists a max-slew violation count of 0. The final report gives the standard cell area, fillers excluded, as 2223 um2. The pre-antenna-repair detailed-routing pass consisted of 3 iterations. For this block, the via count after detailed routing is 1060. In this run the VDD rail shows a maximum IR drop of 0.1968 mV.

The transition time recorded at the tightest slew-check pin is 575.4 ps. Via count of the first global-routing pass landed at 1138. In this build the clock could be raised as far as 0.4095 GHz.

Per the detail_route report, routed wire per instance is 12.20 um. The die covers 11660 um2. DRC marker count from the first detailed-route iteration landed at 69. Cell leakage power landed at 1.004 nW. TritonCTS built the clock tree. Setup repair after global routing left no endpoint under its margin. The global routing report lists combined usage of all routing layers as 0.06148. Post-synthesis area per instance landed at 11.36 um2.

Switching fraction of total power landed at 0.1896. Proportion of power drawn by the clock network landed at 0.483.
-- worst max-delay path, delay by kind of cell --
family | cells | cell delay [ps]
AND/OR/NAND/NOR | 2 | 550
buffers and inverters | 1 | 400
AND-OR/OR-AND | 1 | 550
multiplexers | 1 | 400
-- layer usage --
metal,track usage,vias to the layer above,wire [um]
li1,-,531,-
met1,0.07692,504,1454
met3,0.01928,2,177
met4,0.008588,0,39
met5,0,-,0
met2,0.1043,23,1878
-- power by group through the flow --
stage	clock network, mW	logic (mW)	registers [mW]
CTS	0.369	0.0479	0.337
global route	0.383	0.0511	0.337
finish	0.358	0.0457	0.337
-- cell usage after synthesis --
| cell | instances | share of area |
|---|---|---|
| sky130_fd_sc_hd__mux2_2 | 15 | 0.098 |
| sky130_fd_sc_hd__nor2_8 | 1 | 0.012 |
| sky130_fd_sc_hd__buf_4 | 31 | 0.14 |
| sky130_fd_sc_hd__xor2_1 | 1 | 0.0051 |
| sky130_fd_sc_hd__a41o_1 | 1 | 0.0058 |
| sky130_fd_sc_hd__a21oi_1 | 2 | 0.0058 |
| sky130_fd_sc_hd__nor4_1 | 1 | 0.0036 |
| sky130_fd_sc_hd__buf_2 | 1 | 0.0029 |
| sky130_fd_sc_hd__xnor2_1 | 5 | 0.026 |
| sky130_fd_sc_hd__o21ai_0 | 9 | 0.026 |
| sky130_fd_sc_hd__dfrtp_1 | 27 | 0.39 |
| sky130_fd_sc_hd__nor3_2 | 1 | 0.0058 |
| sky130_fd_sc_hd__and3_1 | 3 | 0.011 |
| sky130_fd_sc_hd__nor2_1 | 4 | 0.0088 |
| sky130_fd_sc_hd__nand4_1 | 2 | 0.0073 |
| sky130_fd_sc_hd__a2bb2oi_4 | 1 | 0.015 |
| sky130_fd_sc_hd__dfstp_2 | 2 | 0.031 |
| sky130_fd_sc_hd__mux2i_1 | 1 | 0.0058 |
| sky130_fd_sc_hd__inv_2 | 1 | 0.0022 |
| sky130_fd_sc_hd__nor4b_1 | 2 | 0.010 |
| sky130_fd_sc_hd__buf_6 | 3 | 0.020 |
| sky130_fd_sc_hd__conb_1 | 1 | 0.0022 |
| sky130_fd_sc_hd__nand4b_4 | 1 | 0.014 |
| sky130_fd_sc_hd__mux2_4 | 6 | 0.053 |
| sky130_fd_sc_hd__nand3_1 | 3 | 0.0088 |
| sky130_fd_sc_hd__nand2_1 | 10 | 0.022 |
| sky130_fd_sc_hd__ha_1 | 4 | 0.029 |
| sky130_fd_sc_hd__a21oi_4 | 1 | 0.0095 |
| sky130_fd_sc_hd__inv_1 | 8 | 0.018 |
| sky130_fd_sc_hd__nor2b_1 | 1 | 0.0036 |
| sky130_fd_sc_hd__o22a_1 | 1 | 0.0051 |
| sky130_fd_sc_hd__o21a_1 | 1 | 0.0044 |
-- state kept, by name, indices dropped and copies added, names as in the netlist --
| name | cells |
|---|---|
| pa_dac_shft | 15 |
| pa_cnt_shft | 4 |
| pa_cnt_dclk | 6 |
| pa_dac_init | 1 |
| pa_sm_dac | 2 |
| dac_en_n | 1 |
-- final timing paths --
path                                     start        endpoint  cells past startpoint  slack (ps)
worst max-delay path                  Lcld[13]  pa_dac_shft[1]                      5        1060
worst min-delay path            pa_cnt_dclk[0]  pa_cnt_dclk[0]                      1         470
worst max register to register  pa_cnt_dclk[0]  pa_dac_shft[1]                      7        1200
worst min register to register  pa_cnt_dclk[0]  pa_cnt_dclk[0]                      1         470
max in group asynchronous                rst_n     pa_dac_init                      2        2380
min in group asynchronous                rst_n  pa_dac_shft[8]                      2         810
-- final cells by class --
cell class	instances	area (um2)	area share
Sequential cell	29	728.2	0.3275
Inverter	9	33.78	0.01519
Clock inverter	1	30.03	0.01351
Tap cell	102	127.6	0.05740
Multi-Input combinational cell	96	749.5	0.3371
Timing Repair Buffer	47	467.9	0.2105
Clock buffer	7	86.33	0.03883
-- cells by family after synthesis --
logic type | after synthesis | synth area share
DFF | 29 | 0.4245
muxes | 22 | 0.1568
xor gates and xnor gates | 6 | 0.03063
and+or+nand+nor | 29 | 0.1065
other | 1 | 0.002186
adders and majority gates | 4 | 0.02918
buffers and inverters | 44 | 0.1780
AOI/OAI and AO/OA | 16 | 0.07222
Power figures rest on the tool's default switching activity, not on a simulated workload.
