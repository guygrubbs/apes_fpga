File: design.v
`timescale 1 ns / 100 ps
module synch_timer 
  ( clk50, rst_n, enable, clr, collect_enable);
input         clk50;                   
input         rst_n;
input         clr;                  
input         enable;                 
output reg    collect_enable;
reg  [14:0] counter;
reg  [7:0]  div_count;
reg         div_clk;
always @(posedge clk50 or negedge rst_n) 
  if (!rst_n) 
  begin
    div_count <= 8'b0;
    div_clk <= 1'b0;
  end 
  else 
  begin
    div_count <= div_count + 1;
    div_clk <= div_count[7];  
  end 
always @(posedge div_clk or negedge rst_n or posedge clr) 
if (!rst_n) 
  begin
    counter  <= 15'h0000;
   end 
else if (clr) 
     begin           
       counter <=  15'h0000; 
     end  
else
     if (enable) 
     begin
       counter <= counter + 1; 
     end
always @(posedge clk50 or negedge rst_n) 
  if (!rst_n) 
  begin
     collect_enable <= 1'b0;    
  end 
  else 
  begin
    if (counter < 380)  
      collect_enable <= 1'b0;
    else
      collect_enable <= 1'b1;
  end
endmodule
File: run.sh
#!/bin/bash
# OpenROAD 26Q1-2900-gdf79404cd8, Yosys 0.63+post, stock flow scripts
make -C /OpenROAD-flow-scripts/flow DESIGN_CONFIG=/design/flow/config.mk WORK_HOME=/design/flow/orfs finish
File: config.mk
export PLATFORM = sky130hd
export DESIGN_NAME = synch_timer
export DESIGN_NICKNAME = synch_timer
export VERILOG_FILES = /design/flow/design.v
export SDC_FILE = /design/flow/constraint.sdc
export NUM_CORES = 4
export LEC_CHECK = 1
export CORE_AREA = 10 10 89 89
export DIE_AREA = 0 0 99 99
File: constraint.sdc
current_design synch_timer

set clk_period 2.3
set clk_io_pct 0.2

create_clock -name clk0 -period $clk_period [get_ports {clk50}]

set non_clock_inputs [all_inputs -no_clocks]
set_input_delay [expr $clk_period * $clk_io_pct] -clock clk0 $non_clock_inputs
set_output_delay [expr $clk_period * $clk_io_pct] -clock clk0 [all_outputs]
==> reports/results.txt <==
outcome: complete, no violations
CP Capture Type: output pin
leakage: 0.556 nW
deepest clock path buffer count: 2
Max Cap Violations: 0
Overflow after GRT: 0
CTS tree: done
switching share of power: 0.186
worst stage delay on the critical path: 0.46 ns
Final GP Congestion: 0.816
hold_buf cts: 0
area of the mapped netlist: 0.00109 mm²
PortBufs: 4
router iterations before antenna repair: 2
Hold Crit Depth: 0
CTS resizes: 0
Post-Route Skew: 0.00394 ns
final core occ: 0.214
most frequent cell after synthesis: dfrtp_1
vias in the first global route: 646
power per cell area: 320 mW/mm²
met2 wire len: 630 µm
Final Slew Violations: 0
setup TNS: 0 ns
f_max: 683 MHz
routed vias: 630
core area: 0.00599 mm²
Registers, synthesis: 25
VDD IR max: 0.184 mV
WS Path Type: reg -> out
die width: 99 µm
H-tree lvl count: 1
hold crit path type: reg -> reg
Avg Cell Area, Syn: 12.3 µm²
RSZ-0062 raised after global routing: false
WL met3: 89 µm
most common flop cell mapped by yosys: dfrtp_1
dominant cell type by area after synthesis: dfrtp_1
Die H: 99 µm
Root Buffer: clkbuf_8
Place WS: 1.08 ns
Arr. time, crit path: 1.00 ns
Worst Tran Pin Value: 0.459 ns
ys async rst share: 1.00
yosys stat cell total: 88
io pins: 5
synth unique cells: 21
CP Depth: 1
FP Core Util: 0.181
die area: 0.00980 mm²
synth-to-layout area growth: 18.1%
crit-path leading delay family: buffers and inverters
P_int: 0.334 mW
count of library flops with an enable pin: 0
Clk pwr share: 0.525
register share after synthesis: 0.576
Routed Antenna Nets: 0
NetSw: 0.0765 mW
initial antenna violation count: 0
slowest CP cell: clkdlybuf4s50_1
Comb power frac: 0.045
Late-Pin Clk Latency: 0.23 ns
Met1 Wirelength: 902 µm
largest net degree at the start of global routing: 16
Setup Buffers After CTS: 0
Req. time, crit path: 1.84 ns
endpoints failing setup: 0
DRC violations left: 0
register pins left without a clock: 15
top cells by count, synth: dfrtp_1 (25), nand2_1 (12), xnor2_1 (11), xor2_1 (9), nand4_1 (5)
post-DR wirelength/cell: 9.54 µm
row count: 28
Buf/Inv on CP: 1
# diodes: 0
Main area contributors: dfrtp_1 (58%), xnor2_1 (8.9%), xor2_1 (7.3%)
final hold vios: 0
Slew headroom: 0.693
crit path time final: 1.46 ns
Area after DPL: 0.00123 mm²
sequential share of power: 0.430
Syn Inst Count: 88
vias per cell: 3.66
detailed-placement wirelength estimate: 1230 µm
post-route setup slack: 0.836 ns
tool warnings: 25
Reg clk slew, reported paths: 0.05 ns
Dominant cell area share: 0.576
Num CTS Buffers: 3
post-route cell area: 0.00128 mm²
fraction of layout cells with a size suffix above 1: 0.124
DRT Wirelength: 1640 µm
worst path cell trace: clkdlybuf4s50_1
R2R depth: 4
Critical Path Source Type: register
detailed router's first-iteration violation count: 29
yosys synthesis chip area: 0.00109 mm²
Total Routing Usage GR: 0.0350
CP max FO: 1
period utilization: 0.636
Top Metal Used: met4
endpoints left unconstrained: 16
Ys Warns: 1
first-pass GRT wire length: 3000 µm
[power by group through the flow]
stage         clock network (mW)  registers [mW]  logic (mW)
CTS                        0.222           0.176      0.0199
global route               0.236           0.176      0.0218
finish                     0.215           0.176      0.0187
[final cells by class]
type                            count  area [µm²]
Sequential cell                    25         626
Inverter                            1        3.75
Timing Repair Buffer                5        47.5
Multi-Input combinational cell     62         457
Clock buffer                        4        55.1
Tap cell                           75        93.8
Fill cell                         634        4710
[through the flow]
stage               hold slack [ns]  instances  total power [mW]
CTS                           0.391        172             0.418
floorplan                     0.164         88             0.186
finish                        0.390        172             0.410
global placement              0.381        168             0.199
detailed placement            0.385        168             0.199
global route                  0.411        172             0.434
[layout by cell type, fill, tap and decap left out, drive strengths merged]
cell           count
dfrtp             25
nand2             12
xnor2             11
xor2               9
nand4              6
nor2               4
nand3              4
clkbuf             4
clkdlybuf4s50      4
and3               3
nor3               3
ha                 2
or2                1
nor4               1
inv                1
or4                1
a2111oi            1
o21ai              1
and4               1
nor2b              1
mux2               1
buf                1
[registers in the layout (all words and copies together) (netlist names)]
name,cells
collect_enable,1
counter,15
div_count,8
div_clk,1
[logic make-up after synthesis]
group | share of synthesized area
mux | 0.0104
compound gates | 0.0300
flops | 0.576
fa+ha+maj | 0.0230
buf+inv | 0.00345
xor+xnor | 0.161
simple gates | 0.196
[final timing paths]
check                                          from                     end  slack [ns]
max                        collect_enable$_DFF_PN0_          collect_enable        0.84
min                          div_count[7]$_DFF_PN0_       div_clk$_DFF_PN0_        0.39
max reg2reg                  div_count[0]$_DFF_PN0_  div_count[6]$_DFF_PN0_        1.22
min reg2reg                  div_count[7]$_DFF_PN0_       div_clk$_DFF_PN0_        0.39
max in group asynchronous                     rst_n  div_count[7]$_DFF_PN0_        1.44
min in group asynchronous                     rst_n  div_count[2]$_DFF_PN0_        0.55
[metal layers]
metal  global-route usage  up-vias
met4              0.00441        0
met3               0.0134        2
met5                    0        -
met2               0.0496        8
li1                     -      318
met1               0.0506      302
Power and IR drop assume default switching activity.
